<file path="run.sh">
#!/bin/bash
# OpenROAD 26Q1-2900-gdf79404cd8, Yosys 0.63+post, stock flow scripts
make -C /OpenROAD-flow-scripts/flow DESIGN_CONFIG=/design/flow/config.mk WORK_HOME=/design/flow/orfs finish
</file>
<file path="config.mk">
export PLATFORM = sky130hd
export DESIGN_NAME = slave_top
export DESIGN_NICKNAME = slave_top
export VERILOG_FILES = /design/flow/design.v
export SDC_FILE = /design/flow/constraint.sdc
export NUM_CORES = 4
export LEC_CHECK = 1
export CORE_AREA = 10 10 99 99
export DIE_AREA = 0 0 109 109
</file>
<file path="constraint.sdc">
current_design slave_top

set clk_period 5.3
set clk_io_pct 0.2

create_clock -name clk0 -period $clk_period [get_ports {clk}]

set non_clock_inputs [all_inputs -no_clocks]
set_input_delay [expr $clk_period * $clk_io_pct] -clock clk0 $non_clock_inputs
set_output_delay [expr $clk_period * $clk_io_pct] -clock clk0 [all_outputs]
</file>
<file path="design.v">
`timescale 1ns / 1ps
module MY_DFF(
    input D,
    input clk,
    input reset,
    output reg Q
);
    always @(posedge clk) begin
        if (reset)
				Q <= 1'b0;
		  else
				Q <= D;
			end
endmodule
`timescale 1ns / 1ps
module slave_control(
    input clk,
    input CARDSEL,
    input WR_N,
    input [9:0] AI,
	 input reset,
    output [4:0] reg_address,
    output SACK_N
);
    wire first;
    wire D;
    wire Q1, Q2;         
    assign first = ~AI[9] & AI[8] & AI[7];
    assign D = first & CARDSEL & WR_N; 
    MY_DFF DFF_1 (.clk(clk), .D(D), .reset(reset), .Q(Q1));
    MY_DFF DFF_2 (.clk(clk), .D(Q1), .reset(reset), .Q(Q2));
    assign SACK_N = ~(Q1 & (~Q2));
    assign reg_address = AI[4:0];  
endmodule
`timescale 1ns / 1ps
module slave_mux(
    input [31:0] a,
    input [31:0] b,
    input [31:0] c,
    input [31:0] d,
    input [1:0] select,
    output [31:0] mux_out
	 );
assign mux_out = (select == 2'b00) ? a :
                     (select == 2'b01) ? b :
                     (select == 2'b10) ? c :
                     d;				
endmodule
`timescale 1ns / 1ps
module slave_top(
    input [31:0] slave_in_mux_0,
    input [31:0] slave_in_mux_1,
    input [31:0] slave_in_mux_2,
    input [31:0] slave_in_mux_3,
    output [31:0] slave_out_mux_out,
    input clk,
    input CARDSEL,
    input WR_N,
    input [9:0]  AI,
	 input reset,
    output [4:0] reg_address,
	 output SACK_N
    );
	 slave_control control_1(.clk(clk),.CARDSEL(CARDSEL),.WR_N(WR_N),.reset(reset),.AI(AI),
	 .reg_address(reg_address[4:0]),.SACK_N(SACK_N));
	 slave_mux mux_1 (.a(slave_in_mux_0),.b(slave_in_mux_1),.c(slave_in_mux_2),.d(slave_in_mux_3),
	 .select(AI[6:5]),.mux_out(slave_out_mux_out));
endmodule
</file>
==> results.py <==
# Generated from Yosys and OpenROAD reports
metrics = {
    "setup_path": {
        "critPathCaptureType": "output port",
        "cp_max_fo": 32,
        "path_class": "in -> out",
        "max_stage_delay_ps": 450,
        "reg2reg_depth": 1,
        "crit_start": "AI[6]",
        "startpoint_type": "input pin",
        "crit_cells": 4,
        "crit_family": "buffers and inverters",
        "crit_end": "slave_out_mux_out[25]",
        "crit_required_ps": 4240,
        "path_cells": "clkdlybuf4s50_1, buf_4, mux4_2, clkdlybuf4s50_1",
        "reg2reg_to": "control_1.DFF_2.Q$_SDFF_PP0_",
        "crit_path_top_delay_cell": "clkdlybuf4s50_1",
        "r2r_start": "control_1.DFF_1.Q$_SDFF_PP0_",
        "r2r_slack_ps": 4780,
        "crit_path_frequent_cell": "clkdlybuf4s50_1",
        "crit_arrival_ps": 2730,
        "path_buffers": 3,
    },
    "routing": {
        "antenna_cells": 0,
        "via_per_inst": 4.11,
        "vias": 1290,
        "post_drt_wl_per_cell_um": 22.2,
        "route.detailed.drc": 0,
        "firstDrtPassIters": 2,
        "drt_iter0_drc": 39,
        "postRouteAntennaNets": 0,
        "wirelength_mm": 6.96,
    },
    "clocking": {
        "root_buffer": "clkbuf_8",
        "clock_path_buffers": 2,
        "clk_pin_slew_ps": 30,
        "cts_tree": "done",
        "post_cts_buffers": 0,
        "cts.sinks": 2,
        "tritoncts.num_buffers": 3,
        "clkLatencyLatePin_ps": 210,
        "cts.repair.resized": 0,
        "cts_max_level": 1,
        "holdBufCountCts": 0,
    },
    "floorplan": {
        "dieArea_mm2": 0.0119,
        "die_w_um": 109,
        "ios": 180,
        "die_h_um": 109,
        "fp_util_pct": 11.9,
        "core.rowCount": 32,
        "design.core.area_mm2": 0.00773,
    },
    "final_layout": {
        "layoutNonFillerInstCount": 314,
        "syn2layout_area_growth_pct": 190,
        "layout-drive-gt1-share_pct": 17.0,
    },
    "synthesis": {
        "async_flop_share_pct": 0,
        "yosysCellCount": 50,
        "ys_area_um2": 921,
        "avgSynthCellArea_um2": 18.4,
        "yosysWarnings": 1,
        "netlist_instances": 50,
        "postSynthSeqShare_pct": 4.35,
        "edf_count": 0,
        "top_cells_by_count": "mux4_2 (30), buf_4 (5), buf_12 (3), buf_2 (3)",
        "area_leaders": "mux4_2 (73%), buf_12 (6.5%), mux4_1 (5.7%)",
        "yosys_register_bits": 2,
        "largest_area_cell": "mux4_2",
        "top_cell_area_share_pct": 73.4,
        "most_common_cell": "mux4_2",
        "synth_area_um2": 921,
        "flop_cell": "dfxtp_1",
        "synthDistinctLibCells": 11,
    },
    "placement": {
        "place_ws_ps": 1490,
        "portBuffers": 169,
        "dp_hpwl_mm": 6.38,
        "dp.cells": 311,
        "gp_congestion": 0.882,
    },
    "sta": {
        "worst_slack_ps": 1510,
        "setup_viol": 0,
        "worst_pin_slew_ps": 598,
        "fmax_mhz": 264,
        "finalHoldViolations": 0,
        "relSlewSlack_pct": 60.2,
        "rsz0062_at_grt": "false",
        "tns_ps": 0,
        "finalCriticalPeriod_ps": 3790,
        "min_period_over_period_pct": 71.5,
        "finClkSkew_ps": 1.21,
        "slew_viol_final": 0,
    },
    "power_and_ir_drop": {
        "power.density_mw_per_mm2": 106,
        "ir_worst_vdd_uv": 51.8,
        "finalPower_uw": 283,
        "p_leak_nw": 0.926,
    },
    "global_routing": {
        "antenna_found_initial": 0,
        "grt_pass1_wl_mm": 9.80,
        "grt_max_degree": 33,
        "overflow": 0,
        "grtUsageTotal_pct": 11.4,
        "grt_pass1_vias": 1563,
    },
    "hold_path": {
        "min_path_cells": 1,
        "hp-class": "reg -> reg",
    },
    "flow_run": {
        "maxCapViolations": 0,
        "warnings": 25,
    },
    "run_status": {
        "status": "finished, final reports clean",
    },
}
## per-stage QoR
stage	cell area [um2]	hold WS [ps]	utilization, %
6_report	2670	465	34.5
5_1_grt	2670	485	34.5
4_1_cts	2670	472	34.5
3_5_place_dp	2630	468	34.0
3_3_place_gp	2630	453	34.0
2_1_floorplan	921	439	-
## cells in the final DEF, fill, tap and decap left out
cell             synthesis  final
buf_2                    3      1
buf_4                    5      2
clkbuf_8                 0      3
clkdlybuf4s50_1          0    168
dfxtp_1                  2      2
mux4_1                   2      2
mux4_2                  30     30
nand2b_1                 1      1
nand4b_1                 1      1
nor2b_1                  1      1
nor3b_1                  1      1
## layout make-up
class                           instances  area, um2
Fill cell                             795       5060
Sequential cell                         2       40.0
Timing Repair Buffer                  171       1700
Clock buffer                            3       41.3
Tap cell                              102        128
Multi-Input combinational cell         36        757
## cells by family after synthesis
family	after synthesis	synth area share (%)
multiplexers	32	79.1
AND/OR/NAND/NOR	4	3.13
flip-flops	2	4.35
buffers and inverters	12	13.5
## state kept, by name (all words and copies together) (netlist names)
signal,count
control_1.DFF_2.Q,1
control_1.DFF_1.Q,1
## how the worst min path moves through the flow
stage | start | to | slack [ps]
final | control_1.DFF_1.Q$_SDFF_PP0_ | control_1.DFF_2.Q$_SDFF_PP0_ | 460
after CTS | control_1.DFF_1.Q$_SDFF_PP0_ | control_1.DFF_2.Q$_SDFF_PP0_ | 470
after global routing | control_1.DFF_1.Q$_SDFF_PP0_ | control_1.DFF_2.Q$_SDFF_PP0_ | 490
## power breakdown
| part | internal, mW | leakage, nW | switching (mW) | total (mW) |
|---|---|---|---|---|
| Combinational | 0.165 | 0.888 | 0.0424 | 0.208 |
| Clock | 0.0480 | 0.0216 | 0.0117 | 0.0597 |
| Sequential | 0.0153 | 0.0161 | 0.0000349 | 0.0153 |
| Total | 0.228 | 0.926 | 0.0542 | 0.283 |
## per-layer routing
layer  GRT usage [%]  vias to the layer above  share of wire (%)
met1            10.9                      600                 33
met5               0                        -                  0
met3            6.39                        6                 15
li1                -                      565                  -
met4           0.659                        0               0.23
met2            21.4                      119                 51
Power is estimated from default activity; no workload was simulated.
