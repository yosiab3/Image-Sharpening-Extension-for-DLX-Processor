==> ./design.v <==
`timescale 1ns / 1ps
module DLX_CONTROL_STATE_MACHINE(
    input clk,
    input reset,
    input AEQZ,
    input step_en,
    input busy,
    input [31:0] IR,
    output in_init,
    output mr,
    output mw,
    output add,
    output A_en,
    output B_en,
    output C_en,
    output IR_en,
    output PC_en,
    output MDR_en,
    output MAR_en,
    output MDR_sel,
	 output A_sel,
    output DINT_sel,
    output test,
    output Itype,
    output shift,
    output right,
    output jlink,
    output GPR_WE,
    output [1:0] S1_sel,
    output [1:0] S2_sel,
    output [4:0] DLX_STATE_OUT,
	 output E_en,
	 output SHARPEN_sel
    );
	wire BRANCH_TAKEN  ;
	parameter INIT = 5'b00000 ;
	parameter FETCH = 5'b00001 ;
	parameter DECODE = 5'b00010 ;
	parameter HALT = 5'b00011 ;
	parameter ALU = 5'b00100 ;
	parameter SHIFT = 5'b00101 ;
	parameter WBR = 5'b00110 ;
	parameter ALUI = 5'b00111 ;
	parameter WBI = 5'b01000 ;
	parameter TESTI = 5'b01001 ;
	parameter ADDRESSCMP = 5'b01010 ;
	parameter LOAD = 5'b01011 ;
	parameter COPYMDR2C = 5'b01100 ;
	parameter COPYGPR2MDR = 5'b01101 ;
	parameter STORE = 5'b01110 ;
	parameter JR = 5'b01111 ;
	parameter SAVEPC = 5'b10000 ;
	parameter JALR = 5'b10001 ;
	parameter BRANCH = 5'b10010 ;
	parameter BTAKEN = 5'b10011 ;
	parameter SHARPEN = 5'b10100;
	reg [4:0] DLX_STATE ;
	always @(posedge clk)
	begin 
	if(reset)
		DLX_STATE = INIT ;
	else
	begin
	case(DLX_STATE)
		INIT : 
				if(step_en)
				begin
				DLX_STATE = FETCH ;
				end
				else 
				begin 
				DLX_STATE = INIT;
				end
		FETCH : 
					if(~busy)
					begin
					DLX_STATE = DECODE ;
					end
					else 
					begin 
					DLX_STATE = FETCH;
					end
		DECODE :
					if(IR[31:29] == 3'b110)  
					begin
						if(step_en) 
							begin
							DLX_STATE = FETCH ;
							end
							else 
							begin 
							DLX_STATE = INIT;
							end
					end
					else if (IR[31:26]==6'b000000 && IR[5:0]==6'b100000)  
								begin
								DLX_STATE = SHARPEN;
								end
					else if (IR[31:28]==4'b0000 && IR[5]==1'b1)  
								begin
								DLX_STATE = ALU;
								end
					else if (IR[31:28]==4'b0000 && IR[5]==1'b0)  
								begin
								DLX_STATE = SHIFT;
								end
					else if (IR[31:29]==3'b001)  
								begin
								DLX_STATE = ALUI;
								end
					else if (IR[31:29]==3'b011)  
						begin
						DLX_STATE = TESTI;
						end
					else if (IR[31:30]==2'b10)  
						begin
						DLX_STATE = ADDRESSCMP;
						end
					else if (IR[31:29]==3'b010 && IR[26]==1'b0)  
						begin
						DLX_STATE = JR;
						end
					else if (IR[31:29]==3'b010 && IR[26]==1'b1)  
						begin
						DLX_STATE = SAVEPC;
						end
					else if (IR[31:28]==4'b0001)  
						begin
						DLX_STATE = BRANCH;
						end
					else
						begin
						DLX_STATE = HALT;
						end
			SHARPEN:
					DLX_STATE = WBR;			
			ALU: 	
					DLX_STATE = WBR;
			SHIFT: 	
					DLX_STATE = WBR;
			ALUI: 	
					DLX_STATE = WBI;
			TESTI: 	
					DLX_STATE = WBI;
			ADDRESSCMP:
					if(IR[29]==1'b1)  
					begin
					DLX_STATE = COPYGPR2MDR  ;
					end
					else if(IR[29]==1'b0)  
					begin
					DLX_STATE = LOAD  ;
					end
		 COPYGPR2MDR:
						DLX_STATE = STORE  ;
		 LOAD: 
					if(~busy) 
					begin
					DLX_STATE = COPYMDR2C;
					end
					else 
					begin
					DLX_STATE = LOAD;
					end
		  COPYMDR2C:
					DLX_STATE = WBI;
		SAVEPC: 
					DLX_STATE = JALR;
		BRANCH: 
				if(BRANCH_TAKEN)
				begin
				DLX_STATE = BTAKEN;
				end
				else 
				begin
				if(step_en)
				begin
				DLX_STATE = FETCH ;
				end
				else 
				begin 
				DLX_STATE = INIT;
				end
				end
		WBR:
				if(step_en)
				begin
				DLX_STATE = FETCH ;
				end
				else 
				begin 
				DLX_STATE = INIT;
				end
		WBI:
				if(step_en)
				begin
				DLX_STATE = FETCH ;
				end
				else 
				begin 
				DLX_STATE = INIT;
				end
		BTAKEN:
				if(step_en)
				begin
				DLX_STATE = FETCH ;
				end
				else 
				begin 
				DLX_STATE = INIT;
				end
		JALR:
				if(step_en)
				begin
				DLX_STATE = FETCH ;
				end
				else 
				begin 
				DLX_STATE = INIT;
				end
		JR:
				if(step_en)
				begin
				DLX_STATE = FETCH ;
				end
				else 
				begin 
				DLX_STATE = INIT;
				end
	STORE:
			if(~busy)
			begin
				if(step_en)
				begin
				DLX_STATE = FETCH ;
				end
				else 
				begin 
				DLX_STATE = INIT;
				end
			end
			else
				DLX_STATE = STORE;
	HALT: 
				if(reset)
				begin
				DLX_STATE = INIT ;
				end
				else 
				begin 
				DLX_STATE = HALT;
				end
	default : 
			begin 
			DLX_STATE = INIT ;
			end
	endcase
		end
		end
		assign S1_sel[0] = DLX_STATE==ALU || DLX_STATE==TESTI || DLX_STATE==ALUI || 
			DLX_STATE==SHIFT || DLX_STATE==ADDRESSCMP || DLX_STATE==COPYMDR2C ||
			 DLX_STATE== JR ||  DLX_STATE==JALR ;
		assign S1_sel[1] = DLX_STATE==COPYMDR2C || DLX_STATE==COPYGPR2MDR ; 
		assign S2_sel[0] = DLX_STATE== DECODE || DLX_STATE== TESTI ||
			DLX_STATE== ALUI || DLX_STATE==ADDRESSCMP|| DLX_STATE==BTAKEN ; 
		assign S2_sel[1] = DLX_STATE== DECODE || DLX_STATE== COPYMDR2C ||
			DLX_STATE== COPYGPR2MDR || 	DLX_STATE==JR || 
			DLX_STATE==JALR || DLX_STATE==SAVEPC ; 
		assign in_init  = DLX_STATE== INIT || DLX_STATE==HALT  ; 
		assign IR_en = DLX_STATE== FETCH ;
		assign PC_en = DLX_STATE== DECODE ||  DLX_STATE==BTAKEN ||
				 DLX_STATE== JR ||  DLX_STATE==JALR;
		assign add = DLX_STATE== DECODE ||  DLX_STATE==BTAKEN ||
				 DLX_STATE== JR ||  DLX_STATE==JALR ||  DLX_STATE==SAVEPC ||
					 DLX_STATE== ALUI ||  DLX_STATE==ADDRESSCMP;
		assign A_en =  DLX_STATE== DECODE ; 
		assign B_en =  DLX_STATE== DECODE ; 
		assign E_en =  DLX_STATE== DECODE ; 
		assign C_en =  DLX_STATE== ALU || DLX_STATE==TESTI || 
			DLX_STATE == ALUI || DLX_STATE== SHIFT || DLX_STATE== SAVEPC ||
			DLX_STATE == COPYMDR2C || DLX_STATE== SHARPEN;
		assign mr =  DLX_STATE== FETCH || DLX_STATE== LOAD ;
		assign mw  = DLX_STATE== STORE; 
		assign MAR_en =  DLX_STATE==ADDRESSCMP;
		assign MDR_en  = DLX_STATE== LOAD &&(~busy) || DLX_STATE== COPYGPR2MDR ; 
		assign MDR_sel = DLX_STATE== LOAD ;
		assign test = DLX_STATE== TESTI ;
		assign Itype  = DLX_STATE== TESTI|| DLX_STATE== ALUI ||
			DLX_STATE== WBI ; 
		assign shift = DLX_STATE== SHIFT;
		assign right = DLX_STATE== SHIFT && IR[1] ==1'b1 ; 
		assign A_sel =  DLX_STATE== STORE || DLX_STATE== LOAD ;
		assign DINT_sel  =  DLX_STATE== SHIFT ||  DLX_STATE== COPYGPR2MDR ||
			DLX_STATE == COPYMDR2C; 
		assign jlink =  DLX_STATE==JALR ; 
		assign GPR_WE =  DLX_STATE==JALR || DLX_STATE== WBI || DLX_STATE== WBR ; 
		assign BRANCH_TAKEN = AEQZ ^ IR[26] ; 
		assign DLX_STATE_OUT = DLX_STATE;
	   assign SHARPEN_sel = DLX_STATE== SHARPEN ;
endmodule
`timescale 1ns / 1ps
module DLX_CONTROL_TOP(
    input clk,
    input reset,
    input AEQZ,
    input step_en,
    input [31:0] IR,
    input ACK_N,
	 output in_init,
	 output add,
	 output A_en,
	 output B_en,
	 output C_en,
	 output A_sel,
	 output AS_N,
	 output WR_N,
	 output busy,
	 output DINT_sel,
	 output GPR_WE,
	 output IR_en,
	 output MAR_en,
	 output MDR_en,
	 output MDR_sel,
	 output PC_en,
	 output Itype,
	 output jlink,
	 output mr,
	 output mw,
	 output right,
	 output [1:0] S1_sel,
	 output [1:0] S2_sel,
 	 output shift,
	 output stop_n,
	 output test,
	 output [4:0] DLX_STATE_OUT,
	 output [1:0] MAC_STATE_OUT, 
 	 output E_en,
	 output SHARPEN_sel
    );
	wire stop_wire;
	reg stop_reg;
	wire IR_en_wire ;
	MAC_STATE_MACHINE MAC_STATE_MACHINE_1 (
	.clk(clk),
	.reset(reset),
	.ACK_N(ACK_N),
	.mr(mr),
	.mw(mw),
	.stop_n(stop_wire),
	.AS_N(AS_N),
	.WR_N(WR_N),
	.busy(busy),
	.MAC_STATE_OUT(MAC_STATE_OUT)
	);
	DLX_CONTROL_STATE_MACHINE DLX_CONTROL_STATE_MACHINE_1 ( 
	  .clk(clk),
    .reset(reset),
    .AEQZ(AEQZ),
    .step_en(step_en),
    .busy(busy),
    .IR(IR),
    .in_init(in_init),
    .mr(mr),
    .mw(mw),
    .add(add),
    .A_en(A_en),
    .B_en(B_en),
    .C_en(C_en),
    .IR_en(IR_en_wire),
    .PC_en(PC_en),
    .MDR_en(MDR_en),
    .MAR_en(MAR_en),
    .MDR_sel(MDR_sel),
    .A_sel(A_sel),
    .DINT_sel(DINT_sel),
    .test(test),
    .Itype(Itype),
    .shift(shift),
    .right(right),
    .jlink(jlink),
    .GPR_WE(GPR_WE),
    .S1_sel(S1_sel),
    .S2_sel(S2_sel),
    .DLX_STATE_OUT(DLX_STATE_OUT),
	 .E_en (E_en),
	 .SHARPEN_sel (SHARPEN_sel)	  
	);
	assign IR_en = IR_en_wire &&(~ACK_N) ;
	always @(posedge clk)
	stop_reg <= stop_wire ;
	assign stop_n = (stop_reg || stop_wire) || (~ACK_N) ;  
endmodule
`timescale 1ns / 1ps
module MAC_STATE_MACHINE(
    input clk,
    input reset,
    input ACK_N,
	 input mr,
	 input mw,
    output stop_n,
    output AS_N,
    output WR_N,
    output busy,
    output [1:0] MAC_STATE_OUT
    );
	reg [1:0] MAC_STATE;
	wire req;
	assign req = mr | mw;
	parameter st_0 = 2'h0 ;  
	parameter st_1 = 2'h1 ;  
	parameter st_2 = 2'h2 ;  
	always @(posedge clk)
	begin 
	if(reset)
		MAC_STATE = st_0 ;
	else
	begin 
		case(MAC_STATE)
			st_0 : 
				if(req)
				begin
				MAC_STATE = st_1 ;
				end
				else 
				begin 
				MAC_STATE = st_0;
				end
			st_1 : 
					if(~ACK_N)
					begin
					MAC_STATE = st_2 ;
					end
					else 
					begin 
					MAC_STATE = st_1;
					end
			st_2 : 
				MAC_STATE = st_0 ;
			default : 
			begin 
			MAC_STATE = st_0 ;
			end
		endcase
		end
		end
		assign busy = (ACK_N & (req))  ; 
		assign WR_N = ~((MAC_STATE == st_1) & mw);
		assign AS_N = ~(MAC_STATE == st_1);
		assign stop_n = ~(MAC_STATE== st_1) ;
		assign MAC_STATE_OUT = MAC_STATE;
endmodule
==> ./run.sh <==
#!/bin/bash
# OpenROAD 26Q1-2900-gdf79404cd8, Yosys 0.63+post, stock flow scripts
make -C /OpenROAD-flow-scripts/flow DESIGN_CONFIG=/design/flow/config.mk WORK_HOME=/design/flow/orfs finish
==> ./config.mk <==
export PLATFORM = sky130hd
export DESIGN_NAME = DLX_CONTROL_TOP
export DESIGN_NICKNAME = DLX_CONTROL_TOP
export VERILOG_FILES = /design/flow/design.v
export SDC_FILE = /design/flow/constraint.sdc
export NUM_CORES = 4
export LEC_CHECK = 1
export CORE_AREA = 10 10 78 78
export DIE_AREA = 0 0 88 88
==> ./constraint.sdc <==
current_design DLX_CONTROL_TOP

set clk_period 2.0
set clk_io_pct 0.2

create_clock -name clk0 -period $clk_period [get_ports {clk}]

set non_clock_inputs [all_inputs -no_clocks]
set_input_delay [expr $clk_period * $clk_io_pct] -clock clk0 $non_clock_inputs
set_output_delay [expr $clk_period * $clk_io_pct] -clock clk0 [all_outputs]
==> summary.txt <==
status: finished with violations
failing checks: setup timing
CP arrival: 1660 ps
DIE HEIGHT: 88 um
filler cell count: 367
share of post-route cells with drive strength above 1: 40.7%
area overhead of the layout relative to synthesis: 117%
CTS clock-pin slew for the worst setup and hold paths: 40 ps
top flip-flop cell by instance count after synthesis: sky130_fd_sc_hd__dfxtp_1
CTS tree: built
CTS Root Buffer Type: sky130_fd_sc_hd__clkbuf_8
area fraction of the dominant cell type after synthesis: 14.2%
Setup WS post-layout: -59.1 ps
antenna-violating nets left: 0
Placeable Area: 4410 um^2
per-cell routed wire length: 15.2 um
total vias in the final route: 1762
overflow left after global routing: 0
I/O pin count: 74
count of flip-flops with a built-in enable after synthesis: 0
maximum operating frequency: 486 MHz
kind of capture point of the worst setup path: output pin
Finish-stage setup viols: 5
number of antenna cells inserted: 0
antenna violations before repair: 0
floorplan die width: 88 um
number of clock buffers inserted by TritonCTS: 3
class of the tightest hold or removal check: register to register
worst rel slew slack: 81.1%
WL final: 5120 um
sequential share of the synthesized area: 14.2%
Placement Rows: 24
combined global-route utilization of all metal layers: 12.1%
Least-Margin Pin Slew: 282 ps
path type of the worst setup path: register to output pin
detailed-route DRC error count: 0
post-detail-place hpwl: 3770 um
cell types with the largest area share after synthesis: sky130_fd_sc_hd__dfxtp_1 (14%), sky130_fd_sc_hd__a21oi_1 (8.0%), sky130_fd_sc_hd__nor2_1 (7.0%), sky130_fd_sc_hd__buf_2 (5.3%), sky130_fd_sc_hd__nor3_1 (5.3%)
clock skew: 2.45 ps
Synth cell types: 47
final tally of max-slew violations: 0
first-pass iteration count of the detailed router: 4
OpenROAD warning count: 47
share of the core filled with cells: 55.7%
effective utilization at floorplan: 25.6%
hold_buf cts: 0
area reported by Yosys stat: 1130 um^2
share of async-settable or async-resettable flops after synthesis: 0%
placed cell count: 316
total of buffers placed on input and output ports: 53
H-tree depth: 1
critical-path maximum fanout: 8
synthesized flop and latch total: 8
number of instances in the synthesized netlist: 180
Mapped Area: 1130 um^2
crit path DRT: 1600 ps
number of buffers on the longest clock path: 2
via density per instance: 5.23
number of flip-flops in the largest register: 5
routability congestion estimate from global placement: 0.853
average size of a mapped cell: 6.28 um^2
final cycle utilization of the critical path: 103%
vias in the first global route: 1651
die area: 7740 um^2
count of instantiated cells in the yosys netlist: 180
number of warnings reported in the yosys synthesis log: 3
shortest period the worst path allows: 2060 ps
leading area contributor after synthesis: sky130_fd_sc_hd__dfxtp_1
leakage power figure: 0.00120 uW
CP startpoint kind: register
largest net degree at the start of global routing: 16
first-pass GRT wire length: 7840 um
RSZ-0062 raised after global routing: yes
number of failing hold endpoints at the final stage: 0
non-filler instance count after layout: 337
starting DRC count in detailed routing: 142
clock tree sinks: 8
number of maximum-capacitance violations: 0
clock latency reported for the late side of the worst-skew pair: 220 ps
peak ir drop on the vdd network: 0.372 mV
cell area power density: 934 nW/um^2
-- final timing paths --
| kind | from | to | slack [ps] | depth (start not counted) |
|---|---|---|---|---|
| max | DLX_CONTROL_STATE_MACHINE_1.DLX_STATE[2] | GPR_WE | -60 | 5 |
| min | MAC_STATE_MACHINE_1.MAC_STATE[1] | MAC_STATE_MACHINE_1.MAC_STATE[0] | 460 | 1 |
| max reg2reg | DLX_CONTROL_STATE_MACHINE_1.DLX_STATE[3] | MAC_STATE_MACHINE_1.MAC_STATE[0] | 300 | 9 |
| min reg2reg | MAC_STATE_MACHINE_1.MAC_STATE[1] | MAC_STATE_MACHINE_1.MAC_STATE[0] | 460 | 1 |
-- critical path: stages, from the launching register on --
cell and delay (ps):
sky130_fd_sc_hd__dfxtp_4 360, sky130_fd_sc_hd__buf_6 140, sky130_fd_sc_hd__nor2b_2 160, sky130_fd_sc_hd__a21oi_1 90, sky130_fd_sc_hd__o31ai_1 190, sky130_fd_sc_hd__clkdlybuf4s50_1 500
-- cell type report --
class	instances	area (um^2)	area share, %
inverter	8	35.0	1.43
clock buffer	3	41.3	1.68
timing repair buffer	121	1100	44.9
multi-input combinational	145	1040	42.2
sequential	8	178	7.23
tap	52	65.1	2.65
-- layout by cell type (no fill, tap or decap), types with 3 or more instances in the layout --
| cell | count |
|---|---|
| sky130_fd_sc_hd__a21oi_1 | 16 |
| sky130_fd_sc_hd__a31oi_1 | 3 |
| sky130_fd_sc_hd__buf_4 | 56 |
| sky130_fd_sc_hd__buf_6 | 10 |
| sky130_fd_sc_hd__clkbuf_8 | 3 |
| sky130_fd_sc_hd__clkdlybuf4s50_1 | 31 |
| sky130_fd_sc_hd__dfxtp_4 | 4 |
| sky130_fd_sc_hd__dlygate4sd2_1 | 9 |
| sky130_fd_sc_hd__dlymetal6s2s_1 | 10 |
| sky130_fd_sc_hd__inv_1 | 6 |
| sky130_fd_sc_hd__mux2i_1 | 3 |
| sky130_fd_sc_hd__nand2_1 | 10 |
| sky130_fd_sc_hd__nand2_2 | 3 |
| sky130_fd_sc_hd__nand2b_1 | 4 |
| sky130_fd_sc_hd__nand2b_4 | 5 |
| sky130_fd_sc_hd__nand3_1 | 3 |
| sky130_fd_sc_hd__nor2_1 | 13 |
| sky130_fd_sc_hd__nor2_2 | 3 |
| sky130_fd_sc_hd__nor2_4 | 6 |
| sky130_fd_sc_hd__nor2b_4 | 3 |
| sky130_fd_sc_hd__nor3_1 | 9 |
| sky130_fd_sc_hd__o21ai_0 | 6 |
| sky130_fd_sc_hd__o21ai_1 | 4 |
| sky130_fd_sc_hd__o22ai_1 | 4 |
| sky130_fd_sc_hd__o31ai_1 | 4 |
-- cell families (layout without fill, tap and decap cells) --
logic type | Yosys count | count (layout) | share of synthesized area (%)
buf+inv | 27 | 132 | 11.0
mux | 3 | 3 | 2.65
xor+xnor | 2 | 2 | 1.55
fa+ha+maj | 1 | 1 | 0.885
simple gates | 81 | 81 | 36.3
flops | 8 | 8 | 14.2
compound gates | 58 | 58 | 33.5
-- synth_stat cells, drive strengths merged (3+ instances only) --
| master | n |
|---|---|
| inv | 8 |
| clkbuf | 4 |
| nor2 | 22 |
| mux2i | 3 |
| nand3 | 5 |
| nor3 | 12 |
| dfxtp | 8 |
| buf | 15 |
| o21ai | 11 |
| nand2 | 13 |
| o31ai | 5 |
| nand2b | 9 |
| nor2b | 5 |
| a21oi | 18 |
| or3 | 4 |
| o22ai | 5 |
| a31oi | 3 |
-- through the flow --
stage | hold slack [ps] | power (uW) | TNS [ps] | setup slack, ps | instance area [um^2]
2_1_floorplan | 409 | 892 | 0 | 469 | 1130
3_3_place_gp | 457 | 1670 | -831 | -221 | 2010
3_5_place_dp | 460 | 1670 | -808 | -228 | 2010
4_1_cts | 468 | 2080 | -903 | -149 | 2230
5_1_grt | 485 | 2480 | -703 | -146 | 2460
6_report | 464 | 2300 | -190 | -59.1 | 2460
-- repair_timing --
| item | in CTS | in global routing |
|---|---|---|
| setup buffers | 4 | 16 |
| gates cloned | 0 | 0 |
| resized | 57 | 42 |
| endpoints found under the setup margin | 29 | 18 |
| pin swaps | 7 | 12 |
-- power by group --
| group | switching (uW) | total, uW | internal (uW) |
|---|---|---|---|
| logic | 767 | 1820 | 1060 |
| clock network | 55.3 | 185 | 130 |
| registers | 67.0 | 289 | 222 |
-- routing by layer --
layer  up-vias  routed length (um)  track usage, %
li1        862                   -               -
met1       838                2250            15.8
met2        54                2490            20.4
met3         8                 324            2.62
met4         0                  59            1.74
met5         -                   0               0
Power is estimated from default activity; no workload was simulated.
