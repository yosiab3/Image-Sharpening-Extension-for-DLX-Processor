### flow/design.v
`timescale 1ns / 1ps
`timescale 1ns / 1ps
module sharpen_unit(
    input [31:0] rs1,      
    input [31:0] rs2,      
    input [31:0] up_row,   
    output [31:0] rd        
);
    wire [7:0] m0 = rs1[31:24];
    wire [7:0] m1 = rs1[23:16];
    wire [7:0] m2 = rs1[15:8];
    wire [7:0] m3 = rs1[7:0];
    wire [7:0] up_of_m0 = up_row[31:24];
    wire [7:0] up_of_m1 = up_row[23:16];
    wire [7:0] up_of_m2 = up_row[15:8];
    wire [7:0] up_of_m3 = up_row[7:0];
    wire [7:0] down_of_m0 = rs2[31:24];
    wire [7:0] down_of_m1 = rs2[23:16];
    wire [7:0] down_of_m2 = rs2[15:8];
    wire [7:0] down_of_m3 = rs2[7:0];
    wire [7:0] left_of_m0_reflect = m1;
    wire [7:0] left_of_m1         = m0;
    wire [7:0] left_of_m2         = m1;
    wire [7:0] left_of_m3         = m2;
    wire [7:0] right_of_m0         = m1;
    wire [7:0] right_of_m1         = m2;
    wire [7:0] right_of_m2         = m3;
    wire [7:0] right_of_m3_reflect = m2;
    function automatic [7:0] sharpen_byte;
        input [7:0] mid, leftn, rightn, upn, downn;
        reg   signed [11:0] acc;
        begin
            acc =  $signed({4'd0, mid}) <<< 2;   
            acc =  acc + $signed({4'd0, mid});   
            acc =  acc
                 - $signed({4'd0, leftn})
                 - $signed({4'd0, rightn})
                 - $signed({4'd0, upn})
                 - $signed({4'd0, downn});
            if (acc < 0)             sharpen_byte = 8'd0;
            else if (acc > 12'sd255) sharpen_byte = 8'd255;
            else                     sharpen_byte = acc[7:0];
        end
    endfunction
    wire [7:0] y0 = sharpen_byte(m0, left_of_m0_reflect, right_of_m0,         up_of_m0, down_of_m0);
    wire [7:0] y1 = sharpen_byte(m1, left_of_m1,         right_of_m1,         up_of_m1, down_of_m1);
    wire [7:0] y2 = sharpen_byte(m2, left_of_m2,         right_of_m2,         up_of_m2, down_of_m2);
    wire [7:0] y3 = sharpen_byte(m3, left_of_m3,         right_of_m3_reflect, up_of_m3, down_of_m3);
    assign rd = {y0, y1, y2, y3};
endmodule
### flow/run.sh
#!/bin/bash
# OpenROAD 26Q1-2900-gdf79404cd8, Yosys 0.63+post, stock flow scripts
make -C /OpenROAD-flow-scripts/flow DESIGN_CONFIG=/design/flow/config.mk WORK_HOME=/design/flow/orfs finish
### flow/config.mk
export PLATFORM = sky130hd
export DESIGN_NAME = sharpen_unit
export DESIGN_NICKNAME = sharpen_unit
export VERILOG_FILES = /design/flow/design.v
export SDC_FILE = /design/flow/constraint.sdc
export NUM_CORES = 4
export LEC_CHECK = 1
export CORE_UTILIZATION = 50
### flow/constraint.sdc
current_design sharpen_unit

set clk_period 8.8
set clk_io_pct 0.2

create_clock -name clk0 -period $clk_period

set non_clock_inputs [all_inputs -no_clocks]
set_input_delay [expr $clk_period * $clk_io_pct] -clock clk0 $non_clock_inputs
set_output_delay [expr $clk_period * $clk_io_pct] -clock clk0 [all_outputs]
==> deck_impl_summary.md <==
Implementation Results

Outcome
  – Run status: complete, no violations

Synthesis
  – Netlist Area Pre-Place: 5050 um^2
  – Cell area leaders: fa_1, inv_1, ha_1
  – Share of the synthesized area in the top cell type: 41.23%
  – Cell count after synthesis: 590
  – Yosys cell count: 590
  – Most used standard cells in the synthesized netlist: inv_1, fa_1, ha_1
  – Avg Synthesized Cell Area: 8.559 um^2
  – Tally of unique sky130hd cells used after synthesis: approximately 45
  – Library cell with the largest summed area after synthesis: fa_1
  – Fraction of the yosys area taken by sequential cells: 0%
  – Most frequently used cell type in the post-synthesis netlist: inv_1
  – Yosys chip area: 5050 um^2
  – Yosys warns: 1

Place
  – Input/output buffers: 128
  – Last weighted congestion value of the routability-driven placer: 0.8995
  – Cell area after placement: 6523 um^2
  – Pre-CTS setup slack: 0.4248 ns
  – Final HPWL from detailed placement: 9495 um

GRT
  – Number of antenna violations at the first check in global routing: 0
  – Pin count of the biggest net entering global routing: 9
  – First-pass GRT wire length: 17680 um
  – GRT overflow: 0
  – Vias in the first global route: 3856
  – Tot GR Track Use: 22.76%

Drt
  – Post-route antenna net violation count: 0
  – Iteration count of the initial detailed-routing pass: 4
  – DR WL/cell: roughly 12 um
  – Remaining DRCs: 0
  – DR WL met3: 767 um
  – Total wire length after detailed routing: 10260 um
  – Metal2 WL: about 4400 um
  – Number of DRC markers after the initial detailed-route iteration: 93
  – Met1 routed wirelength after detailed routing: 5043 um
  – Topmost layer with routed signal wires: met4
  – Inserted Diodes: 0
  – Vias per cell: 4.733
  – Count of vias placed by the detailed router: 4042

Final timing
  – Final critical-path share of the clock period: 95.28%
  – Tightest Pin Transition: 0.7223 ns
  – Final sum of negative setup slack: 0 ns
  – Worst setup margin: 0.4156 ns
  – Fin crit period: 8.384 ns
  – Setup repair after global routing missed its margin: no
  – Slew Viols, Final: 0
  – Setup Viol. Count Final: 0
  – Highest attainable clock frequency: between 100 and 150 MHz
  – Max-Slew Margin vs Limit: 51.85%
  – Final-report hold violation count: 0

Power and ir drop
  – Power per cell area: between 200 and 250 nW/um^2
  – Internal power component: 694.1 uW
  – Tot Pwr: 1.415 mW
  – Share of power burned in registers: 0%
  – Logic pwr share: 100.0%
  – Power share of the clock group: 0%
  – Largest voltage drop on the vdd net: 0.1180 mV
  – Fraction of power spent switching nets: 50.93%
  – NetSw: between 700 and 800 uW
  – Lkg Pwr: 3.377 nW

Cells and area
  – Post-Layout Inst Area: roughly 6500 um^2
  – Area Growth Syn to Fin: 29.16%
  – # clk buffers: 0
  – # fillers: 833
  – Layout cells sized above 1: 1.942%
  – Area taken by flip-flops and latches: 0 um^2
  – Total number of sequential cells: 0
  – Combinational cell area excluding buffers and inverters: 4264 um^2

Floorplan
  – Chip Footprint: 10510 um^2
  – Pre-Place Util: 51.66%
  – Y dimension of the die: 102.5 um
  – Core box area: 9774 um^2
  – Die boundary width: 102.5 um
  – # rows: 36
  – # IOs: 128

Clock network
  – Count of cells resized by post-cts repair: 0
  – Count of hold-fix buffers inserted at cts: 0
  – Setup Buffers After CTS: 0

Run
  – Number of logged tool warnings: 33
  – Max-Cap Viols: 0

Worst setup path
  – Data required, critical path: a little over 7 ns
  – Max stage delay on crit path: 0.61 ns
  – Category of the critical setup timing path: primary input to primary output
  – Worst EP arrival: around 6.6 ns
  – Cell with the biggest individual delay on the critical path: clkdlybuf4s50_1
  – Type of origin of the critical path: primary input
  – Critical Path Sink Type: primary output
  – Crit-path most repeated cell: fa_1
  – Critical path cell sequence: clkdlybuf4s50_1, inv_1, fa_1, fa_1, inv_1, fa_1, inv_1, fa_1, a21oi_1, o22ai_1, nor3_1, o21bai_1, xor2_1, or4_4, o21a_1, clkdlybuf4s50_1
  – Largest fanout on the critical path: 8
  – Beginning of the critical path: rs1[17]

Min path
  – Worst min-delay path category: primary input to primary output
  – Beginning of the worst hold path: rs1[0]
## cell usage in the layout (no fill, tap or decap), types with 7 or more instances in the layout
cell             count
inv_1              204
ha_1                60
o21a_1               8
a21o_1              15
clkdlybuf4s50_1    128
o21ai_0              7
xnor2_1             24
nand2_1             15
xor2_1              16
a21oi_1             57
fa_1               104
nor2_1              13
## critical path, delay by kind of cell
| family | cells | cell delay (ns) |
|---|---|---|
| AND-OR/OR-AND | 4 | 0.75 |
| XOR/XNOR | 1 | 0.14 |
| adder cells (fa/ha/maj) | 4 | 1.99 |
| buffers and inverters | 5 | 1.21 |
| AND/OR/NAND/NOR | 2 | 0.76 |
## per-stage QoR
stage,utilization (%),hold WS [ns],instances
floorplan,-,3.710,590
global placement,66.73,4.794,854
detailed placement,66.73,4.812,854
CTS,66.73,4.814,854
global route,66.73,4.873,854
finish,66.73,4.806,854
## power groups by stage
| stage | logic (mW) | clock network, mW | registers, mW |
|---|---|---|---|
| after CTS | 1.42 | 0 | 0 |
| after global routing | 1.62 | 0 | 0 |
| final | 1.41 | 0 | 0 |
## final cells by class
| cell class | count | area share (%) |
|---|---|---|
| inverters | 204 | 11.74 |
| repair buffers | 134 | 20.33 |
| multi-input cells | 383 | 65.37 |
| well taps | 133 | 2.551 |
## final timing paths
path | cells past startpoint | slack [ns] | end
worst min-delay path | 5 | 4.81 | rd[0]
worst max-delay path | 16 | 0.42 | rd[10]
## per-layer routing
layer / GRT usage (%) / vias to the layer above
li1: - / 2077
met1: 39.73 / 1820
met2: 32.82 / 137
met3: 4.135 / 8
met4: 1.429 / 0
met5: 0 / -
## cell families after synthesis
logic type      synth area share (%)
buf+inv                        15.56
xor+xnor                       6.937
mux                           0.6194
compound gates                 15.24
fa+ha+maj                      56.10
simple gates                   5.550
Power is estimated from default activity; no workload was simulated.
